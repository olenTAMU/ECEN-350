**design/flow/config.mk**
```make
export PLATFORM = sky130hd
export DESIGN_NAME = SignExtender
export DESIGN_NICKNAME = SignExtender
export VERILOG_FILES = /design/flow/design.v
export SDC_FILE = /design/flow/constraint.sdc
export NUM_CORES = 4
export LEC_CHECK = 1
export CORE_AREA = 10 10 70 70
export DIE_AREA = 0 0 80 80
```
**design/flow/constraint.sdc**
```tcl
current_design SignExtender

set clk_period 2.8
set clk_io_pct 0.2

create_clock -name clk0 -period $clk_period

set non_clock_inputs [all_inputs -no_clocks]
set_input_delay [expr $clk_period * $clk_io_pct] -clock clk0 $non_clock_inputs
set_output_delay [expr $clk_period * $clk_io_pct] -clock clk0 [all_outputs]
```
**design/flow/design.v**
```verilog
module SignExtender(BusImm, Imm26, Ctrl); 
   output reg [63:0] BusImm; 
   input [25:0]  Imm26; 
   input [1:0] Ctrl; 
  always@(*) 
	begin
		case(Ctrl)
			2'b00: BusImm = {52'b0, Imm26[21:10]};  
			2'b01: BusImm = {{55{Imm26[20]}}, Imm26[20:12]};  
			2'b10: BusImm = {{36{Imm26[25]}}, Imm26, 2'b0};  
			2'b11: BusImm = {{43{Imm26[23]}}, Imm26[23:5], 2'b0};  
		endcase
	end
endmodule
```
**design/flow/run.sh**
```bash
#!/bin/bash
# OpenROAD 26Q1-2900-gdf79404cd8, Yosys 0.63+post, stock flow scripts
make -C /OpenROAD-flow-scripts/flow DESIGN_CONFIG=/design/flow/config.mk WORK_HOME=/design/flow/orfs finish
```
==> Changelog: implementation <==
## Flow update

* Seq_cells at 0
* Total cell area reported by yosys after synthesis at 857 µm²
* Sequential element share of the synthesized area at 0
* Hold-fix buffer count after cts at 0
* Share of final-layout standard cells stronger than drive strength 1 at 0.0789
* Compound-gate portion of the synthesized area at 0.0876
* Hold violation count in the final report at 0
* RSZ-0062 raised after global routing: false
* Time the final worst path needs with I/O delays and setup at 2.56 ns
* I/O Pins at 92
* DR pass1 iterations at 2
* Post-synthesis instance area at 857 µm²
* Synthesized netlist cell count at 95
* Final setup violation count at 0
* Xor/xnor cell area share of the yosys netlist at 0
* Area of all sequential standard cells at 0 µm²
* FA/HA/MAJ Cells, Area Fraction at 0
* Via total after detailed routing at 830
* Final clock period utilization by the worst path at 0.916
* CP startpoint kind: input pin
* Number of distinct library cells after synthesis at 14
* Final estimated routing congestion in global placement at 0.834
* Critical path endpoint category: primary output
* Global-route wire length before repair at 4.84 mm
* Number of antenna violations at the first check in global routing at 0
* Largest driver fanout on the critical path at 37
* Antenna cells at 0
* Rel. slew slack at 0.799
* Synth warn at 1
* Outcome: finished, final reports clean
* Switching component of the power at 0.0744 mW
* Mean cell area of the mapped netlist at 9.02 µm²
* Via/cell ratio at 4.19
* GRT Overall Usage at 0.0943
* Transition time of the tightest slew-check pin at 0.302 ns
* Num rows at 21
* Hold_sp: Imm26[20]
* Data required time at the worst endpoint at 2.24 ns
* Static Leak at 0.672 nW
* Area enclosed by the die boundary at 6400 µm²
* Largest family of logic cells by area: multiplexers
* Total power divided by cell area at 177 nW/µm²
* Post-DP HPWL at 2.92 mm
* Clock buffers at 0
* Area growth from synthesis to final layout at 88.9%
* Startpoint-to-endpoint class of the critical path: in2out
* Fraction of power consumed by the clock network at 0
* Net Sw Frac at 0.260
* Internal cell power at 0.212 mW
* Via count of the first global-routing pass at 775
* Die y size at 80 µm
* Highest attainable clock frequency at 390 MHz
* Width of the die at 80 µm
* Final cell count without fillers at 198
* Initial core utilization at 0.251
* Tot Pwr at 0.286 mW
* Final wirelength at 3.44 mm
* Most common library cell in the layout ignoring fill and taps: sky130_fd_sc_hd__clkdlybuf4s50_1
* Highest-count cells in the layout ignoring fill and taps: sky130_fd_sc_hd__clkdlybuf4s50_1, sky130_fd_sc_hd__mux2i_1, sky130_fd_sc_hd__o21ai_0
* Worst Hold Endpoint: BusImm[17]
* Starting DRT DRC Count at 19
* Number of max-slew violations in the final report at 0
* Maximum number of pins on one net before global-route repair at 38
* OpenROAD warning count at 32
* Port bufs at 92
* Mux frac, synth at 0.466
* Combinational share of power at 1.000
* Post-DR wirelength/cell at 17.4 µm
* Yosys simple share at 0.0482
* Number of max-cap violations at 0
* Proportion of power drawn by flip-flops and latches at 0
* Cell total in the yosys stat output at 95
* DRC errors left at 0
* Count of antenna-violating nets left after detailed routing at 0
* Worst min-delay path category: in2out
* Final sum of negative setup slack at 0 ns
* Worst endpoint data arrival time at 2.00 ns
* Remaining global-route overflow at 0
* Placeable core region at 3420 µm²
* Cell total after placement at 196
* Worst-case vdd ir drop at 0.0832 mV
* Post-Route Utilization at 0.474
* Worst hold stages at 4
## power groups by stage
stage | Sequential, mW | Combinational [mW] | Clock [mW]
4_1_cts | 0 | 0.289 | 0
5_1_grt | 0 | 0.308 | 0
6_report | 0 | 0.286 | 0
## kinds of logic after synthesis
family          Yosys count
buf+inv                  45
mux                      26
compound gates           15
simple gates              9
## final cells by class
class / count / area [µm²]
Fill cell: 317 / 1800
Timing Repair Buffer: 101 / 1040
Multi-Input combinational cell: 50 / 519
Tap cell: 46 / 57.6
Inverter: 1 / 3.75
## synth_stat cells (all sizes together)
library cell | n | area share
buf | 42 | 0.39
mux2i | 17 | 0.20
o21ai | 14 | 0.082
mux4 | 9 | 0.27
nand2 | 4 | 0.018
nor2 | 3 | 0.013
clkbuf | 2 | 0.0088
nand3b | 2 | 0.018
a21oi | 1 | 0.0058
inv | 1 | 0.0044
## per-stage QoR
| step | setup slack [ns] | instance area [µm²] | hold WS [ns] |
|---|---|---|---|
| floorplan | 0.381 | 861 | 1.17 |
| global placement | 0.0120 | 1580 | 2.11 |
| detailed placement | -0.0235 | 1580 | 2.13 |
| CTS | 0.00638 | 1580 | 2.13 |
| global route | 0.145 | 1620 | 1.92 |
| finish | 0.236 | 1620 | 1.89 |
## critical path, cell delays in order
cell	delay (ns)
sky130_fd_sc_hd__clkdlybuf4s50_1	0.49
sky130_fd_sc_hd__mux2i_1	0.09
sky130_fd_sc_hd__o21ai_2	0.17
sky130_fd_sc_hd__buf_12	0.19
sky130_fd_sc_hd__clkdlybuf4s50_1	0.50
## worst max-delay path by stage
stage	from	to	slack, ns	cells past startpoint
finish	Imm26[23]	BusImm[45]	0.24	5
global route	Imm26[23]	BusImm[44]	0.14	5
CTS	Ctrl[1]	BusImm[2]	0.006	4
## routing by layer
metal / up-vias / global-route usage / share of wire
met3: 0 / 0.0159 / 0.030
met4: 0 / 0.00704 / 0
li1: 427 / - / -
met5: - / 0 / 0
met1: 386 / 0.107 / 0.37
met2: 17 / 0.184 / 0.60
## repair_timing
item                                    CTS  global route
gates resized                             2             2
cloned                                    0             1
endpoints found under the setup margin    2            47
setup buffers                             0             1
Power is estimated from default activity; no workload was simulated.
